`flow/config.mk`:
```
export PLATFORM = sky130hd
export DESIGN_NAME = ALU
export DESIGN_NICKNAME = ALU
export VERILOG_FILES = /design/flow/design.v
export SDC_FILE = /design/flow/constraint.sdc
export NUM_CORES = 4
export LEC_CHECK = 1
export CORE_AREA = 10 10 84 84
export DIE_AREA = 0 0 94 94
```
`flow/constraint.sdc`:
```
current_design ALU

set clk_period 9.9
set clk_io_pct 0.2

create_clock -name clk0 -period $clk_period

set non_clock_inputs [all_inputs -no_clocks]
set_input_delay [expr $clk_period * $clk_io_pct] -clock clk0 $non_clock_inputs
set_output_delay [expr $clk_period * $clk_io_pct] -clock clk0 [all_outputs]
```
`flow/design.v`:
```
module ALU
#(parameter WIDTH = 8, OPCODE = 3)
(
input  wire [WIDTH-1:0]  data_in1, data_in2, 
input  wire [OPCODE-1:0] op_code,
input  wire              valid_data, 
output reg  [WIDTH-1:0]  data_out,
output wire              carry_out,
output wire              zero_flag,
output wire              valid_flag,
output reg               slt_flag
);
wire [WIDTH-1:0] RCA_result;
reg  [WIDTH-1:0] result;
RippleCarryAdder RCA(
.data_in1(data_in1),
.data_in2(data_in2),
.enable(~op_code[2]&~op_code[1]),  
.control_signal(op_code[0]),
.carry_out(carry_out),
.data_out(RCA_result)
);
always@(*)
  begin
    slt_flag = 1'b0;
    result = {WIDTH{1'b0}};
    case(op_code)
      3'b000 : result   = RCA_result;
      3'b001 : result   = RCA_result;
      3'b010 : result   = data_in1 & data_in2;
      3'b011 : result   = data_in1 | data_in2;
      3'b100 : result   = data_in1 ^ data_in2;
      3'b101 : slt_flag = data_in1 > data_in2;
      3'b110 : result   = data_in1 << 1'b1;
      3'b111 : result   = data_in2 << 1'b1;
      default: begin 
                result   = {WIDTH{1'b0}};
                slt_flag = 1'b0;
               end 
    endcase
  end
always@(*)
  begin
    if(valid_data)
      data_out = result;    
    else  
      data_out = data_out;  
  end  
assign zero_flag  =  ~(|data_out); 
assign valid_flag = ~ zero_flag;
endmodule
module FullAdder(
input  wire data_in1, data_in2,
input  wire carry_in,
output wire sum,
output wire carry_out
);
assign {carry_out, sum} = data_in1 + data_in2 + carry_in;
endmodule
module RippleCarryAdder
#(parameter WIDTH = 8)
(
input  wire [WIDTH-1:0] data_in1, data_in2, 
input  wire             control_signal,
input  wire             enable, 
output reg  [WIDTH-1:0] data_out,
output reg              carry_out        
);
wire   [WIDTH:0]   carry;
wire   [WIDTH-1:0] xored;
wire   [WIDTH-1:0] data;
assign carry[0]  = control_signal; 
assign xored     = data_in2 ^ {WIDTH{control_signal}};
generate
    genvar i;
      for(i=0;i<WIDTH;i=i+1)
        begin  
            FullAdder FA(
            .data_in1(data_in1[i]),
            .data_in2(xored[i]),
            .carry_in(carry[i]),
            .carry_out(carry[i+1]),
            .sum(data[i])
            );
        end
endgenerate
always@(*)
  begin
    if(enable)
        begin
          data_out  = data;
          carry_out = carry[WIDTH] & ~control_signal;
        end
    else
        begin
          data_out  = 0;
          carry_out = 0;      
        end     
  end
endmodule
```
`flow/run.sh`:
```
#!/bin/bash
# OpenROAD 26Q1-2900-gdf79404cd8, Yosys 0.63+post, stock flow scripts
make -C /OpenROAD-flow-scripts/flow DESIGN_CONFIG=/design/flow/config.mk WORK_HOME=/design/flow/orfs finish
```
==> results_dict.tcl <==
# yosys + openroad results
set metrics [dict create \
    status "finished clean" \
    initCoreUtil_pct 23.0 \
    p_leak_nw 0.733 \
    finalHoldViolCount 0 \
    rsz0062_at_grt "no" \
    worst_pin_slew_ns 0.657 \
    ant_nets 0 \
    setup_violations 0 \
    post-place-ws_ns 1.53 \
    synth.avg_cell_area_um2 8.86 \
    grt_max_degree 21 \
    dp_cells 233 \
    finalClockPeriodUsage_pct 84.1 \
    rows 26 \
    yosysTopAreaCell "ha_1" \
    tool_warnings 48 \
    n_antenna_cell 0 \
    met1_usage_pct 9.11 \
    routed-via-count 1003 \
    maxSlewViolCount 0 \
    ys_warn_count 2 \
    layout-drive-gt1-share_pct 5.52 \
    yosysCellCount 135 \
    area_leaders "ha_1 25%, mux4_2 13%, fa_1 12%, dlxtp_1 10%, inv_1 9.1%" \
    hpwl_um 2510 \
    grt_util_met2_pct 9.85 \
    slew_headroom_pct 56.0 \
    crit_end "carry_out" \
    end_kind "output port" \
    grt_first_pass_wirelength_um 4730 \
    port_buffers 32 \
    unclocked_regs 8 \
    antenna_found_initial 0 \
    grt_pass1_vias 1013 \
    largest_register_ffs 8 \
    cts_hold_buf 0 \
    startpoint "op_code[0]" \
    cts_resized 0 \
    wl_um 2820 \
    whs_ns 5.28 \
    cap_violations 0 \
    use_met3_pct 2.10 \
    critPathArrivalTime_ns 6.34 \
    chipWidth_um 94 \
    cts_setup_buffers 0 \
    p_per_area_nw_per_um2 42.2 \
    untimed_endpoints 18 \
    wire_per_inst_um 12.1 \
    yosysUniqueCellTypes 30 \
    top_area_share_pct 25.1 \
    ios 32 \
    synth_cells 135 \
    post_drt_via_cell_ratio 4.30 \
    grt-busiest-layer "met2" \
    syn-cell-area_um2 1200 \
    fmax_mhz 120 \
    path_class "in2out" \
    startpoint_type "input port" \
    first_pass_iters 4 \
    irDropWorstVdd_mv 0.0124 \
    dieHeight_um 94 \
    coreArea_um2 5200 \
    tns_ns 0 \
    cp_max_fo 12 \
    ys_area_um2 1200 \
    grt_util_all_layers_pct 6.39 \
    gp_congestion 0.904 \
    ys.flops 8 \
    layout.cells.non_filler 233 \
    critPathRequiredTime_ns 7.92 \
    remaining_drc_errors 0 \
    first_iter_violations 49 \
    area_delta_synth_final_pct 32.6 \
    hp-class "in2out" \
    period_minus_slack_ns 8.32 \
    setup_ws_ns 1.58 \
    grt-ovfl-total 0 \
    dieArea_um2 8840 \
]
## worst max-delay path, cell delays in order
cell	delay, ns
clkdlybuf4s50_1	0.83
xnor2_1	0.20
fa_1	0.20
inv_1	0.05
fa_1	0.42
fa_1	0.42
fa_1	0.43
fa_1	0.42
fa_1	0.42
fa_1	0.38
nor4b_1	0.15
clkdlybuf4s50_1	0.44
## how the worst min path moves through the flow
stage | start | to | depth (start not counted)
5_1_grt | data_in2[7] | slt_flag | 5
4_1_cts | data_in2[7] | slt_flag | 5
6_report | op_code[2] | carry_out | 3
## synth_stat cells
cell type,number
inv_1,29
ha_1,24
a21oi_1,11
dlxtp_1,8
fa_1,7
mux4_2,7
nor2_1,7
xor2_1,6
a221oi_1,4
nand2_1,4
nor4_1,3
buf_2,2
clkbuf_1,2
mux2i_1,2
nand2b_1,2
nor2b_1,2
o21ai_0,2
a211oi_1,1
a21boi_0,1
a22o_1,1
a31oi_1,1
buf_4,1
inv_2,1
nand3_1,1
nand3b_1,1
nor4b_1,1
o21bai_1,1
o22ai_1,1
o31a_1,1
xnor2_1,1
## layout by cell type (no fill, tap or decap), drive strengths merged, types with 2 or more instances in the layout
cell type,netlist,routed
clkdlybuf4s50,0,32
inv,30,30
ha,24,24
a21oi,11,11
dlxtp,8,8
nor2,7,7
mux4,7,7
fa,7,7
xor2,6,6
a221oi,4,4
nand2,4,4
nor4,3,3
mux2i,2,2
nand2b,2,2
nor2b,2,2
o21ai,2,2
## cell families (layout without fill, tap and decap cells)
kind of cell	count (synthesis)	count (layout)	share of synthesized area (%)
AND-OR/OR-AND	24	24	12.8
XOR/XNOR	7	7	5.13
adder cells (fa/ha/maj)	31	31	36.8
buffers and inverters	35	63	11.5
latches	8	8	10.0
multiplexers	9	9	14.9
AND/OR/NAND/NOR	21	21	8.89
## power breakdown
group | internal [mW] | leakage (nW) | switching (mW)
Clock | 0 | 0 | 0
Sequential | 0.00447 | 0.0631 | 0.00108
Combinational | 0.0324 | 0.670 | 0.0289
Total | 0.0369 | 0.733 | 0.0300
## area by class of cell
class / count / area, um2
sequential: 8 / 120
multi-input combinational: 92 / 938
inverter: 30 / 113
fill: 567 / 3620
timing repair buffer: 33 / 328
tap: 70 / 87.6
## metal layers
metal / routed length, um / part of all wire [%] / up-vias
li1: - / - / 508
met1: 1350 / 48 / 457
met4: 0 / 0 / 0
met5: 0 / 0 / -
met3: 293 / 10 / 0
met2: 1170 / 42 / 38
## per-stage QoR
step           power [mW]  utilization [%]  area (um2)
2_1_floorplan      0.0409                -        1200
3_3_place_gp       0.0670             30.5        1590
3_5_place_dp       0.0672             30.5        1590
4_1_cts            0.0677             30.5        1590
5_1_grt            0.0761             30.5        1590
6_report           0.0669             30.5        1590
No activity file was given, so power comes from the tool's default toggle rates.
